`flow/run.sh`:
```
#!/bin/bash
# OpenROAD 26Q1-2900-gdf79404cd8, Yosys 0.63+post, stock flow scripts
make -C /OpenROAD-flow-scripts/flow DESIGN_CONFIG=/design/flow/config.mk WORK_HOME=/design/flow/orfs finish
```
`flow/config.mk`:
```
export PLATFORM = sky130hd
export DESIGN_NAME = spi_ip_clk_div_arch2
export DESIGN_NICKNAME = spi_ip_clk_div_arch2
export VERILOG_FILES = /design/flow/design.v
export SDC_FILE = /design/flow/constraint.sdc
export NUM_CORES = 4
export LEC_CHECK = 1
export CORE_AREA = 10 10 71 71
export DIE_AREA = 0 0 81 81
```
`flow/constraint.sdc`:
```
current_design spi_ip_clk_div_arch2

set clk_period 3.0
set clk_io_pct 0.2

create_clock -name clk0 -period $clk_period [get_ports {clkd_clk_i}]

set non_clock_inputs [all_inputs -no_clocks]
set_input_delay [expr $clk_period * $clk_io_pct] -clock clk0 $non_clock_inputs
set_output_delay [expr $clk_period * $clk_io_pct] -clock clk0 [all_outputs]
```
`flow/design.v`:
```
module spi_ip_clk_div_arch2
#(
	parameter PARAM_MAX_DIV = 8  
)(
	output reg clkd_clk_out_o,                             
	output clkd_time_base_o,                               
	input clkd_enable_i,                                   
	input [clogb2(PARAM_MAX_DIV) - 1 : 0] clkd_clk_div_i,  
	input clkd_rst_n_i,                                    
	input clkd_clk_i                                       
);
function integer clogb2;
  input [31:0] value;
  reg div2;
  begin
 	  for (clogb2 = 0; value > 0; clogb2 = clogb2 + 1)
      value = value >> 1;
  end
endfunction
reg [PARAM_MAX_DIV - 1 : 0] cnt_ff;
wire [PARAM_MAX_DIV - 1 : 0] sub_clear_cnt;
wire [PARAM_MAX_DIV - 1 : 0] clk_div_dec;
wire [PARAM_MAX_DIV - 1 : 0] cnt_ff_in;
wire clear_cnt;
assign clk_div_dec = {{PARAM_MAX_DIV - 1{1'b0}}, 1'b1} << clkd_clk_div_i;
assign clkd_time_base_o = |((cnt_ff ^ cnt_ff_in) & clk_div_dec);
assign cnt_ff_in = cnt_ff + 1'b1;
always @(posedge clkd_clk_i)
	begin
		if(!clkd_rst_n_i)
			cnt_ff <= {PARAM_MAX_DIV{1'b0}};
		else
			begin
				if(!clkd_enable_i)
					cnt_ff <= {PARAM_MAX_DIV{1'b0}};
				else
					cnt_ff <= cnt_ff_in;
			end
	end
always @(posedge clkd_clk_i) 
	begin
		if(!clkd_rst_n_i)
			clkd_clk_out_o <= 1'b0;
		else
			if(!clkd_enable_i)
				clkd_clk_out_o <= 1'b0;
			else
				if(clkd_time_base_o)
					clkd_clk_out_o <= ~clkd_clk_out_o;
	end
endmodule
```
==> job_summary.md <==
### Flow metrics

| Metric | Value |
|---|---|
| Core area | 0.00363 mm2 |
| Max VDD drop | about 0.31 mV |
| Slowest stage delay, CP | 0.49 ns |
| Vias in the first global route | roughly 380 |
| Max Clock Skew | ~0.0034 ns |
| Post-synth top cells | dfxtp_1 (8), nand2_1 (4), nand3_1 (4), nor2_1 (4), o21ai_0 (3) |
| Chip area | ~0.0066 mm2 |
| CTS HTree Levels | 1 |
| GR Util All Layers | under 10% |
| Mean post-synth cell area | between 9 and 10 um2 |
| Syn-to-layout area delta | 43.8% |
| Hpwl dp | between 600 and 700 um |
| Final WL | ~860 um |
| Post-synth regs | 8 |
| Max Cap Violations | 0 |
| RePlAce Congestion | between 0.8 and 0.9 |
| Yosys top cell by instances | dfxtp_1 |
| Leak Pwr | approximately 0.0002 uW |
| Synth warnings | 5 |
| First-pass GRT wire length | between 1500 and 2000 um |
| Fin crit period | between 2 and 3 ns |
| CP startpoint kind | input port |
| Clock slew at reported path FFs | 0.04 ns |
| Pre-antenna DRT Iters | 4 |
| TritonCTS clock tree | yes |
| Total negative slack | 0 ns |
| Fill cells | roughly 410 |
| Summed standard-cell area reported by yosys | between 400 and 500 um2 |
| Die height | about 81 um |
| Drt drc | 0 |
| Worst-Margin Slew | 0.245 ns |
| Max clock buf depth | 2 |
| Status | finished clean |
| Routed Antenna Nets | 0 |
| Post-cts sizing count | 0 |
| Crit end category | output port |
| First DRT Iteration DRCs | 11 |
| Post-CTS Hold Buffers | 0 |
| Clk sinks | 8 |
| Tool Warnings | 25 |
| Routed WL per cell | a little over 8 um |
| Clk ins delay skew pair | between 0.2 and 0.25 ns |
| Cell Pwr Density | ~430 mW/mm2 |
| Area occupied by registers | 160 um2 |
| Setup Crit Path Kind | input port to output port |
| Initial antenna violation count | 0 |
| Total Power | 258 uW |
| Setup repair bufs after CTS | 0 |
| Final setup fails | 0 |
| Cell variety after synth | 23 |
| Most common reg cell | dfxtp_1 |
| Num rows | 22 |
| Cell chain of the critical path | clkdlybuf4s50_1, nand2b_1, nor3_1, o21ai_0, nand3_1, clkdlybuf4s50_1 |
| CTS Buf Count | 3 |
| Period Utilization, post-route | about nine tenths |
| CP dominant cell by count | clkdlybuf4s50_1 |
| Register share after synthesis | a little under 40% |
| RSZ-0062 raised after global routing | false |
| Hold depth | 1 |
| EDFF count, synth | 0 |
| Die X | approximately 80 um |
| Comb area | approximately 250 um2 |
| R2R depth | 6 |
| Critical Path Fanout Max | 4 |
| Vias per cell | 3.68 |
| Root Driver | clkbuf_8 |
| FP Core Util | between 10% and 20% |
| Post-synth ARST share | 0% |
| Mapped Cells | roughly 46 |
| Final core utilization | roughly 16% |
| Slowest CP cell | clkdlybuf4s50_1 |
| Synth area leaders | dfxtp_1 (39%), nand3_1 (4.8%), nand3_4 (4.2%) |
| Largest net degree at the start of global routing | 8 |
| Tightest Hold Check Type | flop to flop |
| Buffers on Ports | 8 |
| Yosys cell count | about 46 |
| Worst Path Arrival | 2.15 ns |
| N_diodes | 0 |
| Hold Violations, Final | 0 |
| Area share, top type | between 30% and 40% |
| Share of cells above drive strength 1 | between 10 and 15% |
| Global route overflow | 0 |
| I/O pin cnt | 9 |
| Maximum clock rate | 0.363 GHz |
| Fin. max-slew vios | 0 |
| Netlist Area Pre-Place | 414 um2 |
| Vias | slightly below 400 |
| Synth area leader | dfxtp_1 |
| Crit path DRT | 2.40 ns |
| Slew HR | between 80% and 90% |
state kept, by name, summed over array words and instances, names as in the netlist:
signal	flops
cnt_ff	7
clkd_clk_out_o	1
power by group:
part / total (uW) / switching [uW] / internal [uW]
Clock: 127 / 40.0 / 86.7
Sequential: 111 / 2.27 / 108
Combinational: 20.5 / 8.27 / 12.3
cells by family after synthesis:
logic type / count (synthesis) / synth area share (%)
simple gates: 24 / 35.7
xor+xnor: 4 / 8.46
flops: 8 / 38.7
compound gates: 9 / 14.2
fa+ha+maj: 1 / 3.02
metrics by stage:
step / worst slack [ns] / std cells / cell area (um2) / hold slack (ns)
after floorplan: 1.23 / 46 / 414 / 0.450
final: 0.247 / 105 / 596 / 0.491
after global placement: 0.284 / 102 / 554 / 0.467
after CTS: 0.240 / 105 / 596 / 0.496
after global routing: 0.137 / 105 / 596 / 0.512
after detailed placement: 0.257 / 102 / 554 / 0.490
critical path: cells and delay by family:
kind | cells | cell delay [ns]
AOI/OAI and AO/OA | 1 | 0.12
buffers and inverters | 2 | 0.96
and+or+nand+nor | 3 | 0.48
cell usage in the layout, fill, tap and decap left out, drive strengths merged, types with 3 or more instances in the layout:
cell           instances
clkbuf                 3
clkdlybuf4s50          8
dfxtp                  8
nand2                  4
nand3                  5
nor2                   4
o21ai                  4
final timing paths:
kind              slack, ns          endpoint         startpoint
hold / removal         0.49         cnt_ff[0]          cnt_ff[0]
setup reg to reg       1.38    clkd_clk_out_o          cnt_ff[1]
setup / recovery       0.25  clkd_time_base_o  clkd_clk_div_i[1]
hold reg to reg        0.49         cnt_ff[0]          cnt_ff[0]
metal layers:
| metal | share of wire, % | vias to the layer above | track usage [%] |
|---|---|---|---|
| li1 | - | 192 | - |
| met1 | 44 | 177 | 3.26 |
| met4 | 0 | 0 | 0.346 |
| met2 | 43 | 17 | 4.38 |
| met3 | 13 | 0 | 2.00 |
| met5 | 0 | - | 0 |
final cells by class:
| type | instances | share of cell area, % |
|---|---|---|
| Timing Repair Buffer | 8 | 13.4 |
| Clock buffer | 3 | 6.93 |
| Multi-Input combinational cell | 38 | 42.6 |
| Tap cell | 48 | 10.1 |
| Sequential cell | 8 | 26.9 |
Power figures rest on the tool's default switching activity, not on a simulated workload.
