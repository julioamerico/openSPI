File: ./config.mk
export PLATFORM = sky130hd
export DESIGN_NAME = spi_ip_clk_div
export DESIGN_NICKNAME = spi_ip_clk_div
export VERILOG_FILES = /design/flow/design.v
export SDC_FILE = /design/flow/constraint.sdc
export NUM_CORES = 4
export LEC_CHECK = 1
export CORE_AREA = 10 10 70 70
export DIE_AREA = 0 0 80 80
File: ./constraint.sdc
current_design spi_ip_clk_div

set clk_period 3.5
set clk_io_pct 0.2

create_clock -name clk0 -period $clk_period [get_ports {clkd_clk_i}]

set non_clock_inputs [all_inputs -no_clocks]
set_input_delay [expr $clk_period * $clk_io_pct] -clock clk0 $non_clock_inputs
set_output_delay [expr $clk_period * $clk_io_pct] -clock clk0 [all_outputs]
File: ./design.v
module spi_ip_clk_div
#(
	parameter PARAM_MAX_DIV = 8  
)(
	output reg clkd_clk_out_o,                             
	output clkd_time_base_o,                               
	input clkd_enable_i,                                   
	input [clogb2(PARAM_MAX_DIV) - 1 : 0] clkd_clk_div_i,  
	input clkd_rst_n_i,                                    
	input clkd_clk_i                                       
);
function integer clogb2;
  input [31:0] value;
  reg div2;
  begin
 	  for (clogb2 = 0; value > 0; clogb2 = clogb2 + 1)
      value = value >> 1;
  end
endfunction
reg [PARAM_MAX_DIV - 1 : 0] cnt_ff;
wire [PARAM_MAX_DIV - 1 : 0] sub_clear_cnt;
wire [PARAM_MAX_DIV - 1 : 0] clk_div_dec;
wire clear_cnt;
generate
	genvar k;
	for(k = 0; k < PARAM_MAX_DIV; k = k + 1)
		begin
			if(k == 0)
				assign sub_clear_cnt[k] = 1'b1;
			else
				assign sub_clear_cnt[k] = ( cnt_ff == (2**k - 1) );
		end
endgenerate
assign clk_div_dec = {{PARAM_MAX_DIV - 1{1'b0}}, 1'b1} << clkd_clk_div_i;
assign clear_cnt = |(sub_clear_cnt & clk_div_dec);
always @(posedge clkd_clk_i)
	begin
		if(!clkd_rst_n_i)
			cnt_ff <= {PARAM_MAX_DIV{1'b0}};
		else
			begin
				if(!clkd_enable_i)
					cnt_ff <= {PARAM_MAX_DIV{1'b0}};
				else
					if(clear_cnt)
						cnt_ff <= {PARAM_MAX_DIV{1'b0}};
					else
						cnt_ff <= cnt_ff + 1'b1;
			end
	end
always @(posedge clkd_clk_i) 
	begin
		if(!clkd_rst_n_i)
			clkd_clk_out_o <= 1'b0;
		else
			if(!clkd_enable_i)
				clkd_clk_out_o <= 1'b0;
			else
				if(clear_cnt)
					clkd_clk_out_o <= ~clkd_clk_out_o;
	end
assign clkd_time_base_o = clear_cnt;
endmodule
File: ./run.sh
#!/bin/bash
# OpenROAD 26Q1-2900-gdf79404cd8, Yosys 0.63+post, stock flow scripts
make -C /OpenROAD-flow-scripts/flow DESIGN_CONFIG=/design/flow/config.mk WORK_HOME=/design/flow/orfs finish
==> summary.txt <==
Notes from the flow run.

Outcome:
- The run finished with clean final reports.

Placed design:
- The run gives the post-place instance area as around 670 µm².
- The run gives the weighted congestion at the end of routability-driven global placement as ~0.73.
- Detailed placement finished with a half-perimeter wire length of 849 µm.
- The run puts the placed instance count at 111.
- In this run the tool buffered the top-level ports with 8 buffer cells.

Power and ir drop:
- The run gives the total power density per cell area as approximately 290 mW/mm².
- Per the OpenROAD power report, leakage power amounts to about 0.00022 µW.
- The run puts the maximum VDD drop at 0.0921 mV.

Detailed routing:
- Detailed routing inserted a total of between 400 and 500 vias.
- The run puts the number of optimization iterations in the first detailed-route pass at 4.
- The run gives the vias per cell as around 3.8.
- The run puts the post-detailed-route wirelength per cell at slightly above 9 µm.
- The repair_antennas step left the layout with diodes totalling 0.
- The run gives the final routed wirelength across all metal layers as about 1100 µm.
- The run puts the number of DRC violations after detailed-routing iteration 0 at 29.
- The run puts the tally of nets with antenna violations remaining after routing at 0.
- In the routed design, unresolved DRC markers number 0.

Floorplan:
- The run puts the die width at ~80 µm.
- For reference, the placement row count at floorplan is 21.
- The die is around 80 µm tall.
- The run gives the chip area as 0.00640 mm².
- The run puts the effective utilization at floorplan at between 10% and 20%.
- In this run the count of I/O pins placed on the die edge is 9.
- The run gives the core area as 0.00342 mm².

Cells and area:
- Cells fill slightly above 20% of the core in the end.
- From synthesis to final layout, the design area changed by 29.2%.
- The run gives the count of non-filler cells in the finished layout as 115.
- After routing the design area is between 600 and 700 µm².
- The area taken by sequential standard cells is reported as 180 µm².
- The run gives the combinational gate area as around 340 µm².
- The filler cells instantiated in the layout total between 300 and 400.
- The post-route netlist has 14.5% of its cells at a drive strength greater than 1.

Global routing:
- The run gives the remaining global-route overflow as 0.
- Entering global routing, the biggest net connects 9 pins.
- The run gives the via count of the first global-routing pass as between 400 and 500.
- The first global-routing pass estimated around 1900 µm of wire.
- The run puts the number of antenna violations at the first check in global routing at 0.
- The run puts the total global-route track usage at 3.60%.

Logic synthesis:
- The most frequently used library cell after synthesis is nor2_1.
- The synth_stat.txt file lists the number of cells as 58.
- By area the synthesized netlist is led by dfxtp_1 34%, nor2_1 8.4%, xnor2_1 4.9%.
- After synthesis the cells add up to ~540 µm².
- The run puts the Yosys chip area at 536 µm².
- Dividing the synthesized area by the synthesized cell count gives 9.23 µm².
- The run puts the synthesized netlist cell count at 58.
- Yosys printed 5 warnings.
- The run puts the proportion of netlist area held by the largest area contributor at 33.6%.
- The run puts the share of synthesized registers carrying an async set or reset at 0%.
- The run gives the register bit total from synthesis as 9.
- By count the netlist is led by 12 x nor2_1, 9 x dfxtp_1, 4 x nand2_1, 4 x nand3_1.
- The run gives the distinct cell type count of the synthesized netlist as 26.
- The largest total area in the synthesized netlist belongs to dfxtp_1.
- Looking at the cell usage after synthesis, the top flip-flop cell is dfxtp_1.
- The run gives the portion of the post-synthesis area used by sequential elements as roughly 34%.
- In this run, synthesis inferred 0 flip-flops with an integrated enable.

STA:
- The run puts the transition at the pin with the smallest max-transition slack at between 300 and 400 ps.
- Endpoints with negative setup slack in the final report add up to 0.
- The run gives the tightest slew margin relative to the limit as 79.2%.
- The run puts the final count of pins violating max slew at 0.
- The run puts the portion of the clock cycle consumed by the worst path in the final layout at between 90% and 100%.
- The run gives the sum of negative setup slack as 0 ps.
- The run gives the final hold slack as around 470 ps.
- The final timing report lists clock skew as between 4 and 5 ps.
- The run gives the highest attainable clock frequency as between 0.3 and 0.4 GHz.
- Setup repair after global routing left no endpoint under its margin.
- The final timing report derives a shortest allowable period of around 3200 ps.
- Counting endpoints that fail hold in the final report gives 0.

Clock network:
- The tree is rooted in a clkbuf_4.
- The run puts the latest clock arrival within the worst-skew pair at 260 ps.
- For reference, the clock transition at the flip-flops on the worst setup and hold paths is 60 ps.
- The run puts the maximum root-to-sink buffer count at 2.
- The run puts the number of hold buffers added after CTS at 0.
- The run gives the CTS buffer count as 3.
- In this run the number of H-tree levels came out at 1.
- TritonCTS built the clock tree.
- The run puts the post-cts resize count at 0.
- The run gives the number of clock sinks as 9.
- The run gives the post-CTS setup buffer count as 0.

Critical path:
- The run puts the worst endpoint data arrival time at around 2500 ps.
- The critical path endpoint has a required time of 2800 ps.
- The run gives the type of element capturing the critical path as an output pin.
- In the setup report, the worst path falls into the class input port to output pin.
- The run gives the startpoint type of the worst setup path as an input port.
- The report shows a maximum critical-path fanout of 7.

Flow run:
- The run gives the max-capacitance violation count as 0.
- The run gives the total tool warning count as 26.

Hold path:
- The run gives the kind of path behind the tightest hold check as flip-flop to flip-flop.
per-layer routing:
metal	wire [µm]	GRT usage, %
met4	20	0.704
met2	466	5.22
met5	0	0
met3	77	2.16
met1	493	4.49
where the power goes:
| group | leakage, µW | internal, µW | total, µW | switching (µW) |
|---|---|---|---|---|
| clock network | 0.0000150 | 43.7 | 76.2 | 32.5 |
| logic | 0.000128 | 12.1 | 21.7 | 9.57 |
| registers | 0.0000728 | 104 | 105 | 1.44 |
| total | 0.000216 | 160 | 203 | 43.5 |
path summary, 6_finish.rpt:
check	to	start	cells past startpoint	slack [ps]
max reg2reg	clkd_clk_out_o$_SDFFE_PP0P_	cnt_ff[0]$_SDFF_PP0_	6	1860
min	cnt_ff[0]$_SDFF_PP0_	cnt_ff[0]$_SDFF_PP0_	1	470
min reg2reg	cnt_ff[0]$_SDFF_PP0_	cnt_ff[0]$_SDFF_PP0_	1	470
max	clkd_time_base_o	clkd_clk_div_i[0]	6	330
cells by family (layout without fill, tap and decap cells):
group / Yosys count / count (layout) / synth area share (%)
and+or+nand+nor: 32 / 32 / 37.4
AOI/OAI and AO/OA: 7 / 7 / 12.4
buffers and inverters: 2 / 13 / 2.10
DFF: 9 / 9 / 33.6
adders and majority gates: 2 / 2 / 4.67
xor gates and xnor gates: 6 / 6 / 9.81
cells in the final DEF (no fill, tap or decap), types with 2 or more instances in the layout:
cell type,Yosys,layout
nand3b_1,2,2
clkbuf_4,0,3
xnor2_1,3,3
dfxtp_1,9,9
a21oi_2,2,2
nand2_1,4,4
clkdlybuf4s50_1,0,8
xor2_1,3,3
nor2_1,12,12
nand3_1,4,4
ha_1,2,2
state kept, by name (all words and copies together), names as in the netlist:
name            count
clkd_clk_out_o      1
cnt_ff              8
area by class of cell:
| class | count | area share [%] |
|---|---|---|
| inverters | 1 | 0.542 |
| repair buffers | 8 | 11.6 |
| multi-input cells | 47 | 49.7 |
| flip-flops and latches | 9 | 26.0 |
| clock buffers | 4 | 3.80 |
| well taps | 46 | 8.32 |
through the flow:
stage	power (µW)	setup slack [ps]
3_3_place_gp	129	337
4_1_cts	207	321
6_report	203	331
5_1_grt	218	178
2_1_floorplan	117	1450
3_5_place_dp	129	338
worst max-delay path, cell delays in order:
cell,delay [ps]
clkdlybuf4s50_1,560
or3b_1,390
a21oi_2,160
o21ai_2,110
nand2_1,80
clkdlybuf4s50_1,470
No activity file was given, so power comes from the tool's default toggle rates.
